**flow/run.sh**
```bash
#!/bin/bash
# OpenROAD 26Q1-2900-gdf79404cd8, Yosys 0.63+post, stock flow scripts
make -C /OpenROAD-flow-scripts/flow DESIGN_CONFIG=/design/flow/config.mk WORK_HOME=/design/flow/orfs finish
```
**flow/config.mk**
```make
export PLATFORM = sky130hd
export DESIGN_NAME = D_E_Reg
export DESIGN_NICKNAME = D_E_Reg
export VERILOG_FILES = /design/flow/design.v
export SDC_FILE = /design/flow/constraint.sdc
export NUM_CORES = 4
export LEC_CHECK = 1
export CORE_AREA = 10 10 213 213
export DIE_AREA = 0 0 223 223
```
**flow/constraint.sdc**
```tcl
current_design D_E_Reg

set clk_period 1.0
set clk_io_pct 0.2

create_clock -name clk0 -period $clk_period [get_ports {clk}]

set non_clock_inputs [all_inputs -no_clocks]
set_input_delay [expr $clk_period * $clk_io_pct] -clock clk0 $non_clock_inputs
set_output_delay [expr $clk_period * $clk_io_pct] -clock clk0 [all_outputs]
```
**flow/design.v**
```verilog
`timescale 1ns / 1ps
module D_E_Reg(
    input Flush_E,
    input clk,
    input reset,
    input [31:0] Instr_D,
    input [31:0] RD1_D_E,
    input [31:0] RD2_D_E,
    input [31:0] imm32_D_E,
    input [4:0] A3_D_E,
    input [31:0] WD_D_E,
    output reg [31:0] Instr_E,
    output reg [31:0] RD1_E,
    output reg [31:0] RD2_E,
    output reg [31:0] imm32_E,
    output reg [4:0] A3_E,
    output reg [31:0] WD_E,
    input [31:0] PC_D,
    output reg [31:0] PC_E,
	input [1:0] Tnew_D_E,
	output reg [1:0] Tnew_E
    );
	initial begin
		Instr_E <= 0;
		RD1_E <= 0;
		RD2_E <= 0;
		imm32_E <= 0;
		A3_E <= 0;
		WD_E <= 0;
		PC_E <= 0;
		Tnew_E <= 0;
	end
	always @(posedge clk) begin
		if(reset || Flush_E) begin
			Instr_E <= 0;
			RD1_E <= 0;
			RD2_E <= 0;
			imm32_E <= 0;
			A3_E <= 0;
			WD_E <= 0;
			PC_E <= 0;
			Tnew_E <= 0;
		end
		else begin
			Instr_E <= Instr_D;
			RD1_E <= RD1_D_E;
			RD2_E <= RD2_D_E;
			imm32_E <= imm32_D_E;
			A3_E <= A3_D_E;
			WD_E <= WD_D_E;
			PC_E <= PC_D;
			Tnew_E <= Tnew_D_E ;
		end
	end
endmodule
```
==> CHANGELOG.md <==
### Implementation results

* Status: complete, but fails checks
* Failing checks: setup timing
* Overflow after GRT at 0
* Cells in synth_stat.txt at 442
* DRC errors left at 0
* Initial antenna violation count at 0
* Vias in the first global route at 5348
* Dpl cells at 1379
* Max_cap viols at 0
* Post-Place Cell Area at 11200 µm²
* Rows at 74
* Post-synth regs at 199
* P&R area growth vs syn at 70.6%
* Reg clk slew, reported paths at 0.07 ns
* ANT nets after route at 0
* Core box area at 40800 µm²
* YS warnings at 1
* Endpoint class of the critical path: output port
* Iter 0 DRT Violations at 149
* Die Size at 49700 µm²
* # fillers at 4261
* Tool warnings at 27
* Worst-Margin Slew at 0.324 ns
* Diode count at 0
* Setup Crit Path Kind: flop to output port
* Io pins at 401
* Clk sinks at 199
* Worst EP arrival at 0.95 ns
* Setup bufs post-CTS at 0
* RSZ-0062 raised after global routing: true
* Via-per-instance ratio at 3.46
* First-pass GRT wire length at 34.6 mm
* FMAX at 870 MHz
* Top cell area share at 62.1%
* Hpwl dp at 18.5 mm
* Tmin final at 1.15 ns
* GP Congestion at 0.796
* Pre-CTS setup slack at -0.165 ns
* Seq share, synth at 62.1%
* CP max FO at 1
* Chip height at 223 µm
* Final core occ at 26.8%
* CTS tree: yes
* Bufs on Longest Clock Path at 2
* Dominant cell type by area after synthesis: dfxtp_1
* Chip Width at 223 µm
* Critical path, cell by cell: buf_6
* Syn avg cell area at 14.5 µm²
* Synth unique cells at 6
* Final Instance Count excl. Fillers at 1412
* Max VDD drop at 1.18 mV
* Setup ws final at -0.149 ns
* Setup TNS at -17.68 ns
* Tcrit/Tclk final at 115%
* H-tree levels at 4
* Post-route cell area at 11000 µm²
* CP delay by family, top: flip-flops
* Buf/Inv on CP at 1
* Total GRT Usage at 9.09%
* Total power after layout at 17.2 mW
* I/O Buffers at 400
* Final setup vio count at 199
* Yosys stat area at 6420 µm²
* Post-Syn Instances at 442
* Slew Limit Fails at 0
* Pin count of the biggest net entering global routing at 26
* Hold Crit Class: input pin to flop
* Mapped cell area at 6420 µm²
* Layout cells sized above 1 at 50.3%
* Routed WL per cell at 16.6 µm
* Slowest-stage cell, CP: dfxtp_4
* Final Hold Viols at 0
* Drt total wl at 23.5 mm
* P_leak at 4.53 nW
* Biggest area cells: dfxtp_1 62%, nor3b_2 21%, nor3b_1 10%
* Crit path largest cell delay at 0.36 ns
* Fp util at 15.7%
* Min Hold Slack at 0.125 ns
* PwrDens at 1570 nW/µm²
* Slew HR at 78.4%
* Detailed Routing Iterations Pass 1 at 4
* Critical path launch point type: flop
* Critical path required time at 0.80 ns
* Root Driver: clkbuf_16
* Total number of vias at 4880
* TritonCTS buffer count at 17
-- per-layer routing --
layer	vias to the layer above	GRT usage [%]	share of wire, %
li1	2352	-	-
met1	2234	10.1	38
met2	274	14.8	47
met3	20	5.60	14
met4	0	1.48	1.8
met5	-	0	0
-- tightest hold or removal path, cell delays in order --
cell      delay, ns
clkbuf_8       0.13
buf_12         0.16
nor3b_2        0.06
-- repair_timing --
action,in CTS,in global routing
hold buffers,1,0
gates resized,702,20
endpoints found under the setup margin,199,199
hold endpoints to repair,4,0
-- state kept, by name (all words and copies together) (netlist names) --
signal	flops
Instr_E	32
PC_E	32
RD1_E	32
RD2_E	32
WD_E	32
imm32_E	32
A3_E	5
Tnew_E	2
-- area by class of cell --
type | instances | area [µm²] | share of cell area [%]
clock buffer | 18 | 439 | 4.01
timing repair buffer | 450 | 3610 | 33.0
tap | 532 | 666 | 6.08
multi-input combinational | 199 | 2040 | 18.7
clock inverter | 14 | 144 | 1.31
sequential | 199 | 4050 | 37.0
-- power breakdown --
group	internal [mW]	switching, mW
sequential	8.25	0.0801
combinational	1.36	0.650
clock	3.56	3.30
-- cells in the final DEF, fill, tap and decap left out, types with 9 or more instances in the layout --
master,Yosys,final
buf_12,0,13
buf_2,16,190
buf_4,1,36
buf_6,27,9
clkbuf_16,0,17
clkdlybuf4s50_1,0,199
dfxtp_1,199,148
dfxtp_2,0,50
nor3b_1,89,89
nor3b_2,110,110
-- kinds of logic after synthesis --
kind of cell	share of synthesized area (%)
and+or+nand+nor	31.8
buffers and inverters	6.10
DFF	62.1
-- worst paths after layout --
path,startpoint,to,slack [ns],cells past startpoint
max,PC_E[8],PC_E[8],-0.15,1
min,Flush_E,RD1_E[2],0.13,3
-- synthesized netlist by cell type --
master,n
dfxtp_1,199
nor3b_2,110
nor3b_1,89
buf_6,27
buf_2,16
buf_4,1
Power figures rest on the tool's default switching activity, not on a simulated workload.
