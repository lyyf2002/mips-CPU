`flow/design.v`:
```
`timescale 1ns / 1ps
module E_M_Reg(
    input clk,
    input reset,
    input [31:0] Instr_E,
    input [31:0] ALUOut_E_M,
    input [31:0] RD2_E_M,
    input [31:0] WD_E_M,
    input [31:0] PC_E,
    input [4:0] A3_E_M,
    output reg [31:0] Instr_M,
    output reg [31:0] ALUOut_M,
    output reg [31:0] RD2_M,
    output reg [31:0] WD_M,
    output reg [31:0] PC_M,
    output reg [4:0] A3_M,
	input [1:0] Tnew_E_M,
	output reg [1:0] Tnew_M
    );
	initial begin
		Instr_M <= 0;
		ALUOut_M <= 0;
		RD2_M <= 0;
		WD_M <= 0;
		PC_M <= 0;
		A3_M <= 0;
		Tnew_M <= 0;
	end
	always @(posedge clk) begin
		if(reset) begin
			Instr_M <= 0;
			ALUOut_M <= 0;
			RD2_M <= 0;
			WD_M <= 0;
			PC_M <= 0;
			A3_M <= 0;
			Tnew_M <= 0;
		end
		else begin
			Instr_M <= Instr_E;
			ALUOut_M <= ALUOut_E_M;
			RD2_M <= RD2_E_M;
			WD_M <= WD_E_M;
			PC_M <= PC_E;
			A3_M <= A3_E_M;
			Tnew_M <= Tnew_E_M;
		end
	end
endmodule
```
`flow/run.sh`:
```
#!/bin/bash
# OpenROAD 26Q1-2900-gdf79404cd8, Yosys 0.63+post, stock flow scripts
make -C /OpenROAD-flow-scripts/flow DESIGN_CONFIG=/design/flow/config.mk WORK_HOME=/design/flow/orfs finish
```
`flow/config.mk`:
```
export PLATFORM = sky130hd
export DESIGN_NAME = E_M_Reg
export DESIGN_NICKNAME = E_M_Reg
export VERILOG_FILES = /design/flow/design.v
export SDC_FILE = /design/flow/constraint.sdc
export NUM_CORES = 4
export LEC_CHECK = 1
export CORE_AREA = 10 10 173 173
export DIE_AREA = 0 0 183 183
```
`flow/constraint.sdc`:
```
current_design E_M_Reg

set clk_period 1.0
set clk_io_pct 0.2

create_clock -name clk0 -period $clk_period [get_ports {clk}]

set non_clock_inputs [all_inputs -no_clocks]
set_input_delay [expr $clk_period * $clk_io_pct] -clock clk0 $non_clock_inputs
set_output_delay [expr $clk_period * $clk_io_pct] -clock clk0 [all_outputs]
```
==> results.yml <==
# implementation run metrics
worst_setup_path:
  cpPeakStageDelay_ns: 0.36
  cp.arrival_ns: 0.89
  crit_slowest_cell: "dfxtp_2"
  criticalPathCategory: "flop to primary output"
  critPathLaunchType: "flop"
  critPathRequiredTime_ns: 0.80
  path_buffers: 1
  path_cells: "buf_2"
  crit_path_end_kind: "primary output"
  critPathTopFamily: "flip-flops"
  crit_path_max_fanout: 1
synth:
  ys_seq_share_pct: 74.6
  syn_avg_cell_area_um2: 12.7
  yosysUniqueCellTypes: 5
  syn-instance-count: 352
  synth_area_um2: 4480
  ys_cells: 352
  synth_flops: 167
  ys_chip_area_um2: 4480
  synth_warnings: 1
detailed_routing:
  antennaDiodeCount: 0
  drtIter0Drc: 63
  dr.pass1.iters: 4
  routed_via_density: 3.31
  vias: 3458
  drcViolationCount: 0
  routedWlPerCell_um: 16.4
  antenna_left: 0
  totalWireLength_mm: 17.1
sta:
  setup_viol: 167
  worst_pin_slew_ns: 0.263
  slew_headroom_pct: 82.4
  hold_viol_final: 0
  fmax_mhz: 914
  fin_setup_tns_ns: -3.51
  slew_viol_final: 0
  rsz0062_at_grt: "yes"
  postLayoutSetupSlackWorst_ns: -0.0946
  post-route-period-util_pct: 109
  whs_ns: 0.138
  period_minus_slack_ns: 1.09
pwr:
  intPower_w: 0.0115
  swShare_pct: 22.8
  p_clk_share_pct: 43.6
  pwr_density_cell_nw_per_um2: 1850
  p_leak_nw: 3.56
  power_frac_seq_pct: 47.4
  power.switching_w: 0.00342
  combinationalPowerShare_pct: 9.0
  vdd_drop_max_mv: 0.822
floorplanning:
  die_h_um: 183
  io_pins: 336
  rows: 59
  core_area_um2: 26100
  die_area_um2: 33500
  die_x_um: 183
  fp_util_pct: 17.2
finish:
  fill_cells: 2700
  final-seq-area_um2: 3380
  drive_above_1_share_pct: 33.7
  mi_logic_area_um2: 1040
  area_growth_pct: 80.1
  finalNonFillerCells: 1044
grt:
  antenna_found_initial: 1
  grt_pass1_wl_mm: 24.5
  grt_pass1_vias: 3613
  overflow: 0
  grt_max_degree: 42
  grt_use_total_pct: 9.87
job:
  drv_cap: 0
  warning_count: 27
cts:
  cts_tree: "done"
  cts.clk_slew.worst_paths_ns: 0.07
  ctsLongestPathBuffers: 2
  hold_buffers: 0
  htreeDepth: 4
  cts-buffers-inserted: 17
  postCtsSetupBuffers: 0
  clock-root-buffer: "clkbuf_16"
  cts_num_sinks: 167
place:
  place.gp.congestion: 0.841
  port_buffers: 335
  dpl.hpwl_mm: 13.8
  dpl.cell_count: 1012
hold_path:
  min_path_type: "primary input to flop"
  min_to: "Instr_M[3]"
  hold_path_depth: 2
  worstHoldStart: "reset"
status:
  violations: "setup timing"
  status: "complete, but fails checks"
power groups by stage:
stage     registers [W]  clock network [W]  logic (W)
5_1_grt         0.00713            0.00710    0.00149
6_report        0.00709            0.00652    0.00135
4_1_cts         0.00709            0.00682    0.00140
kinds of logic after synthesis:
kind of cell	after synthesis	share of synthesized area [%]
and+or+nand+nor	167	23.3
buffers and inverters	18	2.15
DFF	167	74.6
through the flow:
step / power [W] / utilization (%) / area, µm² / setup slack [ns]
6_report: 0.0150 / 30.9 / 8080 / -0.0946
3_3_place_gp: 0.00896 / 31.6 / 8260 / -0.146
5_1_grt: 0.0157 / 30.9 / 8080 / -0.143
4_1_cts: 0.0153 / 30.8 / 8060 / -0.123
3_5_place_dp: 0.00897 / 31.6 / 8260 / -0.146
2_1_floorplan: 0.00746 / - / 4480 / 0.314
metal layers:
| metal | global-route usage, % | routed length (µm) |
|---|---|---|
| met3 | 4.50 | 1760 |
| met1 | 11.5 | 6380 |
| met5 | 0 | 7 |
| met4 | 1.25 | 229 |
| met2 | 16.9 | 8690 |
layout by cell type, fill, tap and decap left out:
| cell type | synthesis | final |
|---|---|---|
| nor2b_1 | 167 | 167 |
| clkdlybuf4s50_1 | 0 | 167 |
| buf_2 | 14 | 162 |
| dfxtp_1 | 167 | 136 |
| dfxtp_2 | 0 | 30 |
| clkbuf_16 | 0 | 17 |
| inv_6 | 0 | 6 |
| buf_4 | 3 | 6 |
| buf_6 | 0 | 5 |
| buf_12 | 0 | 3 |
| clkinv_4 | 0 | 2 |
| clkinvlp_4 | 0 | 2 |
| inv_8 | 0 | 2 |
| dfxtp_4 | 0 | 1 |
| clkinv_2 | 0 | 1 |
| clkinv_8 | 0 | 1 |
| bufinv_16 | 0 | 1 |
cells in the mapped netlist:
| cell | n | area share [%] |
|---|---|---|
| dfxtp_1 | 167 | 75 |
| nor2b_1 | 167 | 23 |
| buf_2 | 14 | 1.6 |
| buf_4 | 3 | 0.50 |
| clkbuf_1 | 1 | 0.084 |
repair_timing:
item | CTS | global route
cloned | 0 | 0
gates resized | 578 | 12
endpoints found under the setup margin | 167 | 167
worst max-delay path by stage:
stage,startpoint,end,depth (start not counted)
final,ALUOut_M[0],ALUOut_M[0],1
after global routing,ALUOut_M[21],ALUOut_M[21],1
after CTS,ALUOut_M[21],ALUOut_M[21],1
layout make-up:
type	instances	share of cell area, %
Clock buffer	17	5.27
Sequential cell	167	41.9
Tap cell	335	5.19
Timing Repair Buffer	343	32.7
Clock inverter	15	1.97
Multi-Input combinational cell	167	12.9
registers in the layout, summed over array words and instances, names as in the netlist:
signal	count
ALUOut_M	32
Tnew_M	2
PC_M	32
RD2_M	32
WD_M	32
A3_M	5
Instr_M	32
No activity file was given, so power comes from the tool's default toggle rates.
