**/design/flow/run.sh**
```bash
#!/bin/bash
# OpenROAD 26Q1-2900-gdf79404cd8, Yosys 0.63+post, stock flow scripts
make -C /OpenROAD-flow-scripts/flow DESIGN_CONFIG=/design/flow/config.mk WORK_HOME=/design/flow/orfs finish
```
**/design/flow/config.mk**
```make
export PLATFORM = sky130hd
export DESIGN_NAME = ForwardUnit
export DESIGN_NICKNAME = ForwardUnit
export VERILOG_FILES = /design/flow/design.v
export SDC_FILE = /design/flow/constraint.sdc
export NUM_CORES = 4
export LEC_CHECK = 1
export CORE_AREA = 10 10 186 186
export DIE_AREA = 0 0 196 196
```
**/design/flow/constraint.sdc**
```tcl
current_design ForwardUnit

set clk_period 14.3
set clk_io_pct 0.2

create_clock -name clk0 -period $clk_period

set non_clock_inputs [all_inputs -no_clocks]
set_input_delay [expr $clk_period * $clk_io_pct] -clock clk0 $non_clock_inputs
set_output_delay [expr $clk_period * $clk_io_pct] -clock clk0 [all_outputs]
```
**/design/flow/design.v**
```verilog
`timescale 1ns / 1ps
module ForwardUnit(
    input [4:0] A1_D,
    input [4:0] A2_D,
    input [31:0] RD1_D,
    input [31:0] RD2_D,
    input [4:0] A1_E,
    input [4:0] A2_E,
    input [31:0] RD1_E,
    input [31:0] RD2_E,
    input [4:0] A3_E,
    input [31:0] WD_E,
    input [4:0] A3_M,
    input [31:0] WD_M,
    input [4:0] A3_W,
    input [31:0] WD_W,
	input [4:0] A2_M,
	input [31:0] RD2_M,
    output [31:0] Forward_A_D,
    output [31:0] Forward_B_D,
    output [31:0] Forward_A_E,
    output [31:0] Forward_B_E,
    output [31:0] Forward_DMWD_M,
	input [1:0] Tnew_E,
	input [1:0] Tnew_M
    );
	assign Forward_A_D = (A1_D == A3_E && A3_E != 0 && Tnew_E == 0) ? WD_E :
						 (A1_D == A3_M && A3_M != 0 && Tnew_M == 0) ? WD_M :
						 (A1_D == A3_W && A3_W != 0 ) ? WD_W :
													RD1_D;
	assign Forward_B_D = (A2_D == A3_E && A3_E != 0 && Tnew_E == 0) ? WD_E :
						 (A2_D == A3_M && A3_M != 0 && Tnew_M == 0) ? WD_M :
						 (A2_D == A3_W && A3_W != 0 ) ? WD_W :
													RD2_D;
	assign Forward_A_E = (A1_E == A3_M && A3_M != 0 && Tnew_M == 0) ? WD_M :
						 (A1_E == A3_W && A3_W != 0) ? WD_W :						
													RD1_E;
	assign Forward_B_E = (A2_E == A3_M && A3_M != 0 && Tnew_M == 0) ? WD_M :
						 (A2_E == A3_W && A3_W != 0) ? WD_W :						
													RD2_E;
	assign Forward_DMWD_M = (A2_M == A3_W && A3_W != 0) ? WD_W : RD2_M;
endmodule
```
==> job_summary.md <==
## Implementation flow summary

| Metric | Value |
|---|---|
| WP depth | 9 |
| Least-Margin Pin Slew | 0.8833 ns |
| PortBufs | roughly 460 |
| Pin count of the biggest net entering global routing | 35 |
| Final Max Tran Viols | 0 |
| Mapped Avg Cell Area | 6.709 um^2 |
| Post-DP HPWL | between 20000 and 30000 um |
| Synth cell types | 32 |
| Total power | 276.7 uW |
| TritonRoute pass-1 iters | 5 |
| Max-cap violations | 0 |
| Via count | 7138 |
| CP Class | in -> out |
| DR vias/cell | around 4.6 |
| Fin. Hold Viols | 0 |
| Largest stage delay, worst path | around 0.75 ns |
| CP delay by family, top | buffers and inverters |
| Crit path capture | Forward_A_D[16] |
| Unrepaired setup endpoints after global routing | no |
| Post-synth seq share | 0% |
| Post-route DRC | 0 |
| Placed cells | 1545 |
| Vias in the first global route | roughly 7500 |
| Register area | 0 um^2 |
| CP Max Fanout | 34 |
| Critical path arrival | 6.28 ns |
| Final setup fails | 0 |
| Setup crit end kind | primary output |
| Post-Syn Instances | approximately 750 |
| Dominant cell area share | 12.80% |
| Top cells by area | mux2i_1 (13%), a21oi_1 (9.6%), o221ai_2 (9.0%) |
| Status | completed |
| Yosys Instances | approximately 750 |
| Peak supply drop | ~0.016 mV |
| Ys Warns | 0 |
| Io pins | between 400 and 500 |
| Routed wire length | approximately 35000 um |
| WP buf/inv | 4 |
| Row cnt | roughly 64 |
| Floorplan utilization | 16.36% |
| GRT Overall Usage | between 15 and 20% |
| Ordered list of cells on the worst path | clkdlybuf4s50_1 > nor4_4 > nand2b_2 > buf_4 > and4b_2 > buf_4 > o221ai_2 > a22o_1 > clkdlybuf4s50_1 |
| Initial antenna violation count | 1 |
| Total grt overflow | 0 |
| Biggest area consumer among synthesized cells | mux2i_1 |
| Critical-path top delay cell | clkdlybuf4s50_1 |
| Tool Warnings | 32 |
| Setup TNS | 0 ns |
| # clk buffers | 0 |
| Die span in y | 196 um |
| Post-Syn Area | approximately 0.005 mm^2 |
| First-pass GRT wire length | ~50000 um |
| Yosys synthesis chip area | 0.005005 mm^2 |
| Initial DRC count | roughly 370 |
| Routed len/inst | about 22 um |
| Post-CTS setup buffer count | 0 |
| DRT antenna net count | 0 |
| Area growth, synth to finish | 96.45% |
| Die ar. | 0.03842 mm^2 |
| Fraction of layout cells with a size suffix above 1 | between 10% and 20% |
| Routability cong. | ~0.93 |
| Post-CTS Resized | 0 |
| Core box area | between 0.03 and 0.04 mm^2 |
| Final std cells w/o fill | approximately 1500 |
| Required time of the critical path | between 10 and 15 ns |
| Chip width | slightly below 200 um |
| Synth top cells by count | a21oi_1 (96), inv_1 (96), nand2_1 (68), nor2_1 (68) |
| Leakage | between 3 and 4 nW |
| F_max | between 0.1 and 0.15 GHz |
| Hold-fix buffers, CTS | 0 |
| Final WS setup | slightly above 5 ns |
| Post-place setup slack | between 5 and 6 ns |
| Fill cells | ~3200 |
| CP Launch Point | A3_W[2] |
| Slew headroom | between 40% and 50% |
| Final worst path period need | about 9.1 ns |
| Flops | 0 |
| Worst min path class | in -> out |
| Startpoint types | input pin |
| Pwr per Cell Area | about 28 mW/mm^2 |
| Fin crit share | 63.91% |
-- per-layer routing --
layer | global-route usage (%) | part of all wire (%)
met1 | 20.92 | 41
met2 | 29.27 | 49
met3 | 4.073 | 8.0
met4 | 4.016 | 2.3
met5 | 0 | 0
-- cell type report --
| class | count | area (um^2) | area share [%] |
|---|---|---|---|
| Antenna cell | 1 | 2.502 | 0.02545 |
| Inverter | 96 | 360.3 | 3.665 |
| Multi-Input combinational cell | 573 | 4219 | 42.91 |
| Tap cell | 396 | 495.5 | 5.039 |
| Timing Repair Buffer | 480 | 4755 | 48.36 |
-- worst min path at each step --
stage                     from         endpoint  slack, ns  cells after the start
after global routing  WD_E[25]  Forward_B_D[25]       6.73                      4
after CTS             WD_E[21]  Forward_B_D[21]       6.68                      4
final                 WD_E[21]  Forward_B_D[21]       6.67                      4
-- placed cells by master (no fill, tap or decap), types with 2 or more instances in the layout --
master	instances
o221ai_2	30
clkdlybuf4s50_1	460
xnor2_1	31
or4_1	2
a21oi_1	96
o221a_2	32
o221ai_1	2
xor2_1	24
mux2_2	32
nor2_1	68
inv_1	96
nand2_1	67
mux2i_1	64
a22o_1	32
nand3_1	8
buf_4	20
nor4_4	6
o21ai_1	64
or4_2	4
-- where the power goes --
part	switching, mW	leakage [nW]	internal [mW]
registers	0	0	0
clock network	0	0.00000634	0.00000000935
logic	0.0967	3.77	0.180
-- worst min-delay path, delay by kind of cell --
family	cells	cell delay, ns
buffers and inverters	2	0.84
AND-OR/OR-AND	1	0.05
AND/OR/NAND/NOR	1	0.06
-- per-stage QoR --
| step | instance area [um^2] | hold WS [ns] | util (%) |
|---|---|---|---|
| after global routing | 9832 | 6.725 | 32.14 |
| after floorplan | 5005 | 5.778 | - |
| after global placement | 9829 | 6.666 | 32.13 |
| after detailed placement | 9829 | 6.677 | 32.13 |
| after CTS | 9829 | 6.683 | 32.13 |
| final | 9832 | 6.671 | 32.14 |
-- kinds of logic after synthesis --
family                    after synthesis  share of synthesized area [%]
muxes                                  96                          20.00
AOI/OAI and AO/OA                     258                          38.65
xor gates and xnor gates               55                          9.625
and+or+nand+nor                       164                          15.13
buffers and inverters                 173                          16.60
No activity file was given, so power comes from the tool's default toggle rates.
